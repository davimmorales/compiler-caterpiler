[flow/constraint.sdc]
current_design simpleInstructionsRam

set clk_period 4.8
set clk_io_pct 0.2

create_clock -name clk0 -period $clk_period [get_ports {clock}]

set non_clock_inputs [all_inputs -no_clocks]
set_input_delay [expr $clk_period * $clk_io_pct] -clock clk0 $non_clock_inputs
set_output_delay [expr $clk_period * $clk_io_pct] -clock clk0 [all_outputs]
[flow/run.sh]
#!/bin/bash
# OpenROAD 26Q1-2900-gdf79404cd8, Yosys 0.63+post, stock flow scripts
make -C /OpenROAD-flow-scripts/flow DESIGN_CONFIG=/design/flow/config.mk WORK_HOME=/design/flow/orfs finish
[flow/design.v]
module simpleInstructionsRam(clock, address, iRAMOutput);
	 input [9:0] address;
	 input clock;
	 output [31:0] iRAMOutput;
	 integer firstClock = 0;
	 reg [31:0] instructionsRAM[145:0];
	 always @ ( posedge clock ) begin
	 	 if (firstClock==0) begin
	 	 instructionsRAM[0] <= 32'b01101100000000000000000000000000; 
	 	 instructionsRAM[1] <= 32'b01010100000000000000000001000110; 
	 	 instructionsRAM[2] <= 32'b01101000001000000000000000000100; 
	 	 instructionsRAM[3] <= 32'b00000100111000010000000000000000; 
	 	 instructionsRAM[4] <= 32'b01100100111000000000000000000010; 
	 	 instructionsRAM[5] <= 32'b01100000011000000000000000000010; 
	 	 instructionsRAM[6] <= 32'b01101000100000000000000000000000; 
	 	 instructionsRAM[7] <= 32'b01011100001001000001100000000000; 
	 	 instructionsRAM[8] <= 32'b00000100111000010000000000000000; 
	 	 instructionsRAM[9] <= 32'b01111100000001110000000000000000; 
	 	 instructionsRAM[10] <= 32'b01001100000000000000000000111001; 
	 	 instructionsRAM[11] <= 32'b01101000001000000000000000000000; 
	 	 instructionsRAM[12] <= 32'b00000100111000010000000000000000; 
	 	 instructionsRAM[13] <= 32'b01100100111000000000000000000001; 
	 	 instructionsRAM[14] <= 32'b01100000011000000000000000000001; 
	 	 instructionsRAM[15] <= 32'b01100000100000000000000000000010; 
	 	 instructionsRAM[16] <= 32'b01011100001000110010000000000000; 
	 	 instructionsRAM[17] <= 32'b00000100111000010000000000000000; 
	 	 instructionsRAM[18] <= 32'b01111100000001110000000000000000; 
	 	 instructionsRAM[19] <= 32'b01001100000000000000000000101011; 
	 	 instructionsRAM[20] <= 32'b01100000011000000000000000000001; 
	 	 instructionsRAM[21] <= 32'b00000100001000110000000000000001; 
	 	 instructionsRAM[22] <= 32'b00000100111000010000000000000000; 
	 	 instructionsRAM[23] <= 32'b01100100111000000000000000000011; 
	 	 instructionsRAM[24] <= 32'b01100000011000000000000000000001; 
	 	 instructionsRAM[25] <= 32'b00000100100000110000000000000101; 
	 	 instructionsRAM[26] <= 32'b10000100001001000000000000000000; 
	 	 instructionsRAM[27] <= 32'b00000100111000010000000000000000; 
	 	 instructionsRAM[28] <= 32'b01100000011000000000000000000011; 
	 	 instructionsRAM[29] <= 32'b00000100100000110000000000000101; 
	 	 instructionsRAM[30] <= 32'b10000100001001000000000000000000; 
	 	 instructionsRAM[31] <= 32'b00000101000000010000000000000000; 
	 	 instructionsRAM[32] <= 32'b00000100011001110000000000000000; 
	 	 instructionsRAM[33] <= 32'b00000100100010000000000000000000; 
	 	 instructionsRAM[34] <= 32'b01011100001001000001100000000000; 
	 	 instructionsRAM[35] <= 32'b00000100111000010000000000000000; 
	 	 instructionsRAM[36] <= 32'b01111100000001110000000000000000; 
	 	 instructionsRAM[37] <= 32'b01001100000000000000000000010100; 
	 	 instructionsRAM[38] <= 32'b01100000011000000000000000000001; 
	 	 instructionsRAM[39] <= 32'b00000100100000110000000000000101; 
	 	 instructionsRAM[40] <= 32'b10000100001001000000000000000000; 
	 	 instructionsRAM[41] <= 32'b00000100111000010000000000000000; 
	 	 instructionsRAM[42] <= 32'b01100100111000000000000000001011; 
	 	 instructionsRAM[43] <= 32'b01100000011000000000000000000011; 
	 	 instructionsRAM[44] <= 32'b00000100100000110000000000000101; 
	 	 instructionsRAM[45] <= 32'b10000100001001000000000000000000; 
	 	 instructionsRAM[46] <= 32'b00000100111000010000000000000000; 
	 	 instructionsRAM[47] <= 32'b01100100111000000000000000001100; 
	 	 instructionsRAM[48] <= 32'b01100000011000000000000000001100; 
	 	 instructionsRAM[49] <= 32'b00000100111000110000000000000000; 
	 	 instructionsRAM[50] <= 32'b01100000011000000000000000000001; 
	 	 instructionsRAM[51] <= 32'b00000100100000110000000000000101; 
	 	 instructionsRAM[52] <= 32'b10001000111001000000000000000000; 
	 	 instructionsRAM[53] <= 32'b01100000011000000000000000001011; 
	 	 instructionsRAM[54] <= 32'b00000100111000110000000000000000; 
	 	 instructionsRAM[55] <= 32'b01100000011000000000000000000011; 
	 	 instructionsRAM[56] <= 32'b00000100100000110000000000000101; 
	 	 instructionsRAM[57] <= 32'b10001000111001000000000000000000; 
	 	 instructionsRAM[58] <= 32'b01100000011000000000000000000001; 
	 	 instructionsRAM[59] <= 32'b00000100001000110000000000000001; 
	 	 instructionsRAM[60] <= 32'b00000100111000010000000000000000; 
	 	 instructionsRAM[61] <= 32'b01100100111000000000000000000001; 
	 	 instructionsRAM[62] <= 32'b01010100000000000000000000001110; 
	 	 instructionsRAM[63] <= 32'b01100000011000000000000000000010; 
	 	 instructionsRAM[64] <= 32'b00001100001000110000000000000001; 
	 	 instructionsRAM[65] <= 32'b00000100111000010000000000000000; 
	 	 instructionsRAM[66] <= 32'b01100100111000000000000000000010; 
	 	 instructionsRAM[67] <= 32'b01010100000000000000000000000101; 
	 	 instructionsRAM[68] <= 32'b10000100001111110000000000000000; 
	 	 instructionsRAM[69] <= 32'b10001100000000010000000000000000; 
	 	 instructionsRAM[70] <= 32'b01101000001000000000000000001111; 
	 	 instructionsRAM[71] <= 32'b00000100111000010000000000000000; 
	 	 instructionsRAM[72] <= 32'b01100100111000000000000000010000; 
	 	 instructionsRAM[73] <= 32'b01101000001000000000000001001000; 
	 	 instructionsRAM[74] <= 32'b00000100111000010000000000000000; 
	 	 instructionsRAM[75] <= 32'b01100100111000000000000000010001; 
	 	 instructionsRAM[76] <= 32'b01101000001000000000000000001110; 
	 	 instructionsRAM[77] <= 32'b00000100111000010000000000000000; 
	 	 instructionsRAM[78] <= 32'b01100100111000000000000000010010; 
	 	 instructionsRAM[79] <= 32'b01101000001000000000000000000001; 
	 	 instructionsRAM[80] <= 32'b00000100111000010000000000000000; 
	 	 instructionsRAM[81] <= 32'b01100100111000000000000000010011; 
	 	 instructionsRAM[82] <= 32'b01101000001000000000000000000011; 
	 	 instructionsRAM[83] <= 32'b00000100111000010000000000000000; 
	 	 instructionsRAM[84] <= 32'b01100100111000000000000000010100; 
	 	 instructionsRAM[85] <= 32'b01101000001000000000000000000101; 
	 	 instructionsRAM[86] <= 32'b00000100111000010000000000000000; 
	 	 instructionsRAM[87] <= 32'b01100100111000000000000000011000; 
	 	 instructionsRAM[88] <= 32'b01100000001000000000000000010000; 
	 	 instructionsRAM[89] <= 32'b01100000001000000000000000010000; 
	 	 instructionsRAM[90] <= 32'b01100100001000000000000000000101; 
	 	 instructionsRAM[91] <= 32'b01100000001000000000000000010001; 
	 	 instructionsRAM[92] <= 32'b01100100001000000000000000000110; 
	 	 instructionsRAM[93] <= 32'b01100000001000000000000000010010; 
	 	 instructionsRAM[94] <= 32'b01100100001000000000000000000111; 
	 	 instructionsRAM[95] <= 32'b01100000001000000000000000010011; 
	 	 instructionsRAM[96] <= 32'b01100100001000000000000000001000; 
	 	 instructionsRAM[97] <= 32'b01100000001000000000000000010100; 
	 	 instructionsRAM[98] <= 32'b01100100001000000000000000001001; 
	 	 instructionsRAM[99] <= 32'b01100000001000000000000000010101; 
	 	 instructionsRAM[100] <= 32'b01100100001000000000000000001010; 
	 	 instructionsRAM[101] <= 32'b01101000001000000000000000000101; 
	 	 instructionsRAM[102] <= 32'b01100100001000000000000000000000; 
	 	 instructionsRAM[103] <= 32'b01101011111000000000000000011010; 
	 	 instructionsRAM[104] <= 32'b00000111111111110000000000000001; 
	 	 instructionsRAM[105] <= 32'b01101000001000000000000001101100; 
	 	 instructionsRAM[106] <= 32'b10001000001111110000000000000000; 
	 	 instructionsRAM[107] <= 32'b01010100000000000000000000000010; 
	 	 instructionsRAM[108] <= 32'b00001111111111110000000000000001; 
	 	 instructionsRAM[109] <= 32'b01100000001000000000000000000101; 
	 	 instructionsRAM[110] <= 32'b01100100001000000000000000010000; 
	 	 instructionsRAM[111] <= 32'b01100000001000000000000000000110; 
	 	 instructionsRAM[112] <= 32'b01100100001000000000000000010001; 
	 	 instructionsRAM[113] <= 32'b01100000001000000000000000000111; 
	 	 instructionsRAM[114] <= 32'b01100100001000000000000000010010; 
	 	 instructionsRAM[115] <= 32'b01100000001000000000000000001000; 
	 	 instructionsRAM[116] <= 32'b01100100001000000000000000010011; 
	 	 instructionsRAM[117] <= 32'b01100000001000000000000000001001; 
	 	 instructionsRAM[118] <= 32'b01100100001000000000000000010100; 
	 	 instructionsRAM[119] <= 32'b01100000001000000000000000001010; 
	 	 instructionsRAM[120] <= 32'b01100100001000000000000000010101; 
	 	 instructionsRAM[121] <= 32'b01101000001000000000000000000000; 
	 	 instructionsRAM[122] <= 32'b00000100111000010000000000000000; 
	 	 instructionsRAM[123] <= 32'b01100100111000000000000000010111; 
	 	 instructionsRAM[124] <= 32'b01100000001000000000000000010000; 
	 	 instructionsRAM[125] <= 32'b00000100111000010000000000000000; 
	 	 instructionsRAM[126] <= 32'b00000100001001110000000000000000; 
	 	 instructionsRAM[127] <= 32'b10000000001000000000000000000000; 
	 	 instructionsRAM[128] <= 32'b01100000001000000000000000010001; 
	 	 instructionsRAM[129] <= 32'b00000101000000010000000000000000; 
	 	 instructionsRAM[130] <= 32'b00000100001010000000000000000000; 
	 	 instructionsRAM[131] <= 32'b10000000001000000000000000000000; 
	 	 instructionsRAM[132] <= 32'b01100000001000000000000000010010; 
	 	 instructionsRAM[133] <= 32'b00000101001000010000000000000000; 
	 	 instructionsRAM[134] <= 32'b00000100001010010000000000000000; 
	 	 instructionsRAM[135] <= 32'b10000000001000000000000000000000; 
	 	 instructionsRAM[136] <= 32'b01100000001000000000000000010011; 
	 	 instructionsRAM[137] <= 32'b00000101010000010000000000000000; 
	 	 instructionsRAM[138] <= 32'b00000100001010100000000000000000; 
	 	 instructionsRAM[139] <= 32'b10000000001000000000000000000000; 
	 	 instructionsRAM[140] <= 32'b01100000001000000000000000010100; 
	 	 instructionsRAM[141] <= 32'b00000101011000010000000000000000; 
	 	 instructionsRAM[142] <= 32'b00000100001010110000000000000000; 
	 	 instructionsRAM[143] <= 32'b10000000001000000000000000000000; 
	 	 instructionsRAM[144] <= 32'b01110000000000000000000000000000; 
	 	 firstClock <= 0;
	 	 end
	 end
	 assign iRAMOutput = instructionsRAM[address];
endmodule  
[flow/config.mk]
export PLATFORM = sky130hd
export DESIGN_NAME = simpleInstructionsRam
export DESIGN_NICKNAME = simpleInstructionsRam
export VERILOG_FILES = /design/flow/design.v
export SDC_FILE = /design/flow/constraint.sdc
export NUM_CORES = 4
export LEC_CHECK = 1
export CORE_UTILIZATION = 40
==> qor_table.md <==
| Result | This run |
|---|---|
| Sequential area share after synthesis | 0% |
| Number of input and output port buffers inserted | 34 |
| Fill cell total of the finished layout | 680 |
| Total global routing track utilization | 41.7% |
| Tightest slew margin relative to the limit | 56.2% |
| Vias in the first global route | 4050 |
| Cells taking the most area after synthesis | buf_4, a21oi_1, nand3_1 |
| Total Power | 0.321 mW |
| Post-layout utilization of the core | 56.1% |
| Final hold viol count | 0 |
| Antenna viol nets, final | 0 |
| DRC marker count from the first detailed-route iteration | 699 |
| Hold worst-path end | iRAMOutput[6] |
| Number of antenna diodes | 0 |
| Power per Cell Area | 79.3 mW/mm2 |
| Die width | 88.1 um |
| Arr. time, crit path | 3730 ps |
| Type of destination of the critical path | output port |
| Tool Warnings | 30 |
| Peak clock frequency supported by timing | 213 MHz |
| Status | finished, final reports clean |
| Area of the multi-input gates | 0.00265 mm2 |
| Chip area | 0.00777 mm2 |
| Hold wc startpoint | address[6] |
| Number of vias per cell after detailed routing | 7.12 |
| DRC violations left | 0 |
| Wire length per cell | 25.2 um |
| # setup viols final | 0 |
| Cell row count | 31 |
| Total cell area at the placement stage | 0.00386 mm2 |
| Avg Synthesized Cell Area | 6.56 um2 |
| Final weighted congestion in routability-driven placement | 1.18 |
| Sequential cell count | 0 |
| Actual transition at the worst max-transition pin | 654 ps |
| Crit path DRT | 3840 ps |
| I/O pin cnt | 43 |
| Hold Path Stages | 4 |
| Cell area after synthesis | 0.00297 mm2 |
| Worst Setup Path Type | input port to output port |
| Number of cells in the yosys synthesis report | 452 |
| Total global routing overflow | 0 |
| Hold/Removal Path Class | input port to output port |
| Layout clock buffers | 0 |
| Placeable Area | 0.00721 mm2 |
| Yosys cell types | 79 |
| Maximum fanout encountered on the critical timing path | 14 |
| Syn-to-layout area delta | 36.4% |
| Cell type with the largest total area after synthesis | buf_4 |
| Number of max-cap violations | 0 |
| Total wire length | 15800 um |
| Top area contributor share | 5.31% |
| Yosys stat area | 0.00297 mm2 |
| Layout cells sized above 1 | 27.7% |
| Min Tclk post-route | 4690 ps |
| Fin crit share | 97.7% |
| Pin count of the biggest net entering global routing | 31 |
| Sequential cell area | 0 um2 |
| Global-route wire length before repair | 23700 um |
| Most used standard cells in the synthesized netlist | a21oi_1, nand2_1, nand3_1, nor2_1 |
| Startpoint types | input port |
| Effective utilization at floorplan | 41.1% |
| Synth warnings | 34 |
| TritonRoute pass-1 iters | 9 |
| Final design area excluding fillers | 0.00405 mm2 |
| Number of antenna violations at the first check in global routing | 0 |
| Post-synthesis cell count | 452 |
| Vias post-DR | 4488 |
| Post-detailed-placement half-perimeter wirelength | 11700 um |
| Count of final max-slew check failures | 0 |
| Highest ir drop seen on vdd | 0.0000696 V |
| Leakage power of the design | 1.58 nW |
| Worst hold slack after final layout | 2940 ps |
| Y dimension of the die | 88.1 um |
==> layer usage <==
metal	part of all wire, %	up-vias	GRT usage [%]
met5	0	-	0
met3	15	131	11.1
li1	-	1935	-
met1	38	2002	57.6
met2	39	420	61.2
met4	7.7	0	18.5
==> per-stage QoR <==
step                      TNS, ps  setup WS, ps  std cells
after detailed placement     -833          -171        625
final                           0           110        630
after floorplan                 0          1200        457
after global routing        -23.3         -11.7        630
after CTS                       0          21.4        625
after global placement       -796          -155        625
==> cell families (layout without fill, tap and decap cells) <==
logic type             after synthesis  in the layout  share of synthesized area (%)
AND/OR/NAND/NOR                    217            217                           46.0
other                                1              6                          0.126
multiplexers                         4              4                           1.35
XOR/XNOR                             9              9                           2.66
AND-OR/OR-AND                      143            143                           34.5
buffers and inverters               78            152                           15.4
==> cell usage in the layout (no fill, tap or decap), types with 4 or more instances in the layout <==
cell,count
nor3_1,15
o22ai_1,11
inv_1,4
a32oi_1,8
nand4b_1,5
a22oi_1,4
nor3b_1,7
nand4_1,13
a21oi_1,26
nand2_1,26
clkdlybuf4s50_1,27
buf_6,5
dlymetal6s2s_1,4
nor2b_1,11
o2111ai_1,4
o31ai_1,4
o21ai_0,23
o32ai_1,4
a31oi_1,5
nor2_1,26
xor2_1,5
xnor2_1,4
and2_1,5
and4b_1,5
nand2b_1,11
and3_1,4
mux2i_1,4
nor4bb_1,8
conb_1,6
nor4b_1,6
nand3_1,26
buf_4,104
o211ai_1,9
nor4_1,11
==> worst max-delay path by stage <==
stage                      start             end  slack [ps]  cells after the start
final                 address[4]  iRAMOutput[30]         110                     11
after global routing  address[4]  iRAMOutput[30]         -10                     11
after CTS             address[5]  iRAMOutput[23]          20                     11
==> cell type report <==
type	count	area share [%]
tap	99	3.06
multi-input combinational	379	65.4
inverter	5	0.464
timing repair buffer	147	31.1
==> report_power, final <==
group / total [mW] / switching [mW] / internal [mW] / leakage (nW)
clock network: 0 / 0 / 0 / 0
logic: 0.321 / 0.176 / 0.145 / 1.58
registers: 0 / 0 / 0 / 0
total: 0.321 / 0.176 / 0.145 / 1.58
==> what timing repair did <==
action                                  CTS  global route
pin swaps                                 0             7
gates resized                             2            23
hold buffers                              0             0
endpoints found under the setup margin    9            11
gates cloned                              0             1
buffers inserted                          0             4
==> worst max-delay path, cell delays in order <==
cell and delay (ps):
clkdlybuf4s50_1 440, buf_6 170, or4bb_4 260, nor3_1 60, or3_1 400, nor4b_1 300
buf_4 180, nand4_1 190, buf_4 200, nand4bb_1 90, clkdlybuf4s50_1 470
No activity file was given, so power comes from the tool's default toggle rates.
